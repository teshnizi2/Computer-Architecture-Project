### flow/design.v
module ID2EXE (
    clk,
    rst_b,
    mem_read_en_in,
    mem_to_reg_in,
    reg_write_en_in,
    write_register_in,
    val1_in,
    val2_in,
    val3_in,
    val4_in,
    store_val_in,
    store_val2_in,
    rt_data_in,
    inst_func_in,
    shift_amount_in,
    jal_in,
    b_in,
    alu_op_in,
    PC_in,
    is_load_in,
    cache_en_in,
    src1_in,
    src2_in,
    halted_in,
    complex_in,
    forwarding_en_in,
    complex_forwarding_en_in,
    complex_write_register_in,
    complex_write_register2_in,
    reg_write_en_C_in,
    src1_C_in,
    src2_C_in,
    src3_C_in,
    src4_C_in,
    mem_to_reg_C_in,
    mem_write_en_C_in,
    output_format_C_in,
    input_format_C_in,
    mem_read_en,
    mem_to_reg,
    reg_write_en,
    write_register,
    val1_out,
    val2_out,
    val3_out,
    val4_out,
    store_value,
    store_value2,
    rt_data,
    inst_func,
    shift_amount,
    jal,
    b,
    alu_op,
    PC,
    is_load,
    cache_en,
    src1_out,
    src2_out,
    halted,
    complex,
    forwarding_en,
    complex_forwarding_en,
    complex_write_register,
    complex_write_register2,
    reg_write_en_C,
    src1_C_out,
    src2_C_out,
    src3_C_out,
    src4_C_out,
    mem_to_reg_C,
    mem_write_en_C,
    output_format_C,
    input_format_C
);
    input clk, rst_b, mem_read_en_in, mem_to_reg_in, reg_write_en_in, jal_in, b_in, is_load_in, cache_en_in, halted_in;
    input [4:0] write_register_in, alu_op_in, src1_in, src2_in, shift_amount_in;
    input [5:0] inst_func_in;
    input [31:0] val1_in, val2_in, val3_in, val4_in, store_val_in, store_val2_in, rt_data_in, PC_in;
    input complex_in;
    input forwarding_en_in;
    input complex_forwarding_en_in;
    input [3:0] complex_write_register_in, complex_write_register2_in;
    input reg_write_en_C_in;
    input [3:0] src1_C_in, src2_C_in, src3_C_in, src4_C_in;
    input mem_to_reg_C_in, mem_write_en_C_in;
    input output_format_C_in, input_format_C_in;
    output reg mem_read_en, mem_to_reg, reg_write_en, jal, b, is_load, cache_en, halted;
    output reg [4:0] write_register, alu_op, src1_out, src2_out, shift_amount;
    output reg [5:0] inst_func;
    output reg [31:0] val1_out, val2_out, val3_out, val4_out, store_value, store_value2, rt_data, PC;
    output reg complex;
    output reg forwarding_en;
    output reg complex_forwarding_en;
    output reg [3:0] complex_write_register, complex_write_register2;
    output reg reg_write_en_C;
    output reg [3:0] src1_C_out, src2_C_out, src3_C_out, src4_C_out;
    output reg mem_to_reg_C, mem_write_en_C;
    output reg output_format_C, input_format_C;
    always @(posedge clk, negedge rst_b) begin
        if (rst_b == 1'b0) begin
            {mem_read_en, mem_to_reg, reg_write_en, jal, b, is_load, cache_en, write_register, alu_op, inst_func,
             src1_out, src2_out, shift_amount, val1_out, val2_out, val3_out, val4_out, 
             store_value, store_value2, rt_data, PC, halted, complex, forwarding_en, complex_forwarding_en, complex_write_register,
             complex_write_register2, reg_write_en_C, src1_C_out, src2_C_out, src3_C_out, src4_C_out,
             mem_to_reg_C, mem_write_en_C, output_format_C, input_format_C} <= 0;
        end
        else begin
            mem_read_en <= mem_read_en_in;
            mem_to_reg <= mem_to_reg_in;
            reg_write_en <= reg_write_en_in;
            jal <= jal_in;
            b <= b_in;
            is_load <= is_load_in;
            cache_en <= cache_en_in;
            write_register <= write_register_in;
            alu_op <= alu_op_in;
            inst_func <= inst_func_in;
            val1_out <= val1_in;
            val2_out <= val2_in;
            val3_out <= val3_in;
            val4_out <= val4_in;
            store_value <= store_val_in;
            store_value2 <= store_val2_in;
            PC <= PC_in;
            src1_out <= src1_in;
            src2_out <= src2_in;
            shift_amount <= shift_amount_in;
            rt_data <= rt_data_in;
            halted <= halted_in;
            complex <= complex_in;
            forwarding_en <= forwarding_en_in;
            complex_forwarding_en <= complex_forwarding_en_in;
            complex_write_register <= complex_write_register_in;
            complex_write_register2 <= complex_write_register2_in;
            reg_write_en_C <= reg_write_en_C_in;
            src1_C_out <= src1_C_in;
            src2_C_out <= src2_C_in;
            src3_C_out <= src3_C_in;
            src4_C_out <= src4_C_in;
            mem_to_reg_C <= mem_to_reg_C_in;
            mem_write_en_C <= mem_write_en_C_in;
            output_format_C <= output_format_C_in;
            input_format_C <= input_format_C_in;
        end
    end
endmodule
### flow/run.sh
#!/bin/bash
# OpenROAD 26Q1-2900-gdf79404cd8, Yosys 0.63+post, stock flow scripts
make -C /OpenROAD-flow-scripts/flow DESIGN_CONFIG=/design/flow/config.mk WORK_HOME=/design/flow/orfs finish
### flow/config.mk
export PLATFORM = sky130hd
export DESIGN_NAME = ID2EXE
export DESIGN_NICKNAME = ID2EXE
export VERILOG_FILES = /design/flow/design.v
export SDC_FILE = /design/flow/constraint.sdc
export NUM_CORES = 4
export LEC_CHECK = 1
export CORE_AREA = 10 10 297 297
export DIE_AREA = 0 0 307 307
### flow/constraint.sdc
current_design ID2EXE

set clk_period 1.0
set clk_io_pct 0.2

create_clock -name clk0 -period $clk_period [get_ports {clk}]

set non_clock_inputs [all_inputs -no_clocks]
set_input_delay [expr $clk_period * $clk_io_pct] -clock clk0 $non_clock_inputs
set_output_delay [expr $clk_period * $clk_io_pct] -clock clk0 [all_outputs]
==> qor.txt <==
status - finished, violations left
failing checks - setup timing
dominant cells by area after synthesis - dfrtp_1
vias in the first global route - 6470
chip area - 0.09425 mm2
fin area - 0.01593 mm2
Slew @ Worst Pin - 415.4 ps
Synth area leader - dfrtp_1
Flop area - 0.008183 mm2
Clock Path Buffers - 3
number of vias per cell - 2.664
Worst Hold Class - primary input to register
Required @ worst endpoint - 800 ps
GPL Wtd Cong - 0.8339
Final ANT Viol Nets - 0
Main synth FF type - dfrtp_1
flip-flops with a built-in enable - 0
Pre-Place Util - 9.998%
fillcell total - 8748
H-Tree Depth - 2
drt initial violations - 208
Post-Syn Instances - 327
Max IR drop VDD - 1.242 mV
ys async rst share - 100.0%
Area leader share - 100.0%
startpoint types - register
Buf/Inv on CP - 1
DRC viols - 0
initial antenna violation count - 8
drt total wl - 36440 um
RSZ-0062 raised after global routing - yes
Final Cycle Share - 128.8%
Worst slew margin - 72.31%
first-pass GRT wire length - 50030 um
antenna fix cells - 0
Chip Area, Yosys - 0.008183 mm2
final setup fails - 327
IO Pins - 656
delay of the slowest critical-path stage - 420 ps
largest net degree at the start of global routing - 42
Die Y - 307 um
delay-heaviest family, CP - flip-flops
Setup crit start - rt_data[30]$_DFF_PN0_
FF+latch count, synth - 327
crit-path cells - buf_2
port bufs - 655
drt first pass iters - 3
final hold vios - 0
OpenROAD warnings - 27
MI comb cells - 0
worst hold slack - 90.97 ps
clock edge transition at the registers on the reported setup and hold paths - 60 ps
Data arrival, critical path - 1090 ps
master of the slowest instance on the critical path - dfrtp_1
Final Total Pwr - 29830 uW
grt ovf - 0
TritonCTS clock tree - yes
GRT Util Overall - 7.375%
Max FO, Critical Path - 1
fmax - 776.7 MHz
fin worst setup slack - -287.6 ps
area grow syn2layout - 94.72%
DP HPWL - 29400 um
fin crit period - 1288 ps
share of cells above drive strength 1 - 38.43%
Hold Startpoint - rt_data_in[2]
leakage - 0.007142 uW
# Max-Cap Violations - 0
Num CTS Buffers - 38
Post-synth seq share - 100.0%
crit path kind - register to output port
Yosys Warn Count - 1
Post-Syn Area - 0.008183 mm2
Power per Cell Area - 1872 mW/mm2
DR WL/cell - 16.95 um
CP Capture Type - output port
worst slack, placed - -84.21 ps
synth unique cells - 1
die width - 307 um
Synth top cells by count - dfrtp_1
dpl cell area - 0.01634 mm2
Avg Synthesized Cell Area - 25.02 um2
Core Area - 0.08185 mm2
combinational gate area - 0 um2
Root Buffer Master - clkbuf_16
FP Rows - 105
Synth top cell by count - dfrtp_1
ys cells - 327
Vias - 5727
# clock sinks - 327
fin. max-slew vios - 0
what timing repair did:
item	in CTS	in global routing
buffers inserted	0	0
endpoints found under the hold margin	327	0
gates resized	1076	2
endpoints found under the setup margin	327	327
hold buffers	1	0
worst paths after layout:
kind,end,slack (ps),cells after the start
worst max-delay path,rt_data[30],-290,1
worst min-delay path,rt_data[2]$_DFF_PN0_,90,1
max in group asynchronous,rt_data[31]$_DFF_PN0_,240,3
min in group asynchronous,PC[0]$_DFF_PN0_,200,2
cell type report:
type	instances	area share [%]
sequential	327	51.35
clock buffer	52	6.620
tap	1070	8.402
clock inverter	16	0.9737
timing repair buffer	685	32.65
stage by stage:
step                      std cells  utilization, %  setup TNS [ps]
after detailed placement       2081           19.96          -609.8
after CTS                      2150           19.46          -86360
after global routing           2150           19.47          -86800
after global placement         2081           19.96          -668.8
after floorplan                 327               -               0
final                          2150           19.47          -66490
cells in the final DEF, fill, tap and decap left out, drive strengths merged:
cell type,n
dlygate4sd3,1
clkinv,8
bufinv,2
inv,5
clkinvlp,1
dfrtp,327
clkdlybuf4s50,327
clkbuf,52
buf,357
routing by layer:
| metal | global-route usage [%] | part of all wire (%) |
|---|---|---|
| met5 | 0 | 0.063 |
| met4 | 1.543 | 2.4 |
| met3 | 3.841 | 13 |
| met2 | 12.55 | 50 |
| met1 | 8.130 | 35 |
report_power, final:
part / switching [uW] / internal [uW] / total (uW)
Clock: 5430 / 7960 / 13400
Sequential: 161 / 13900 / 14100
Combinational: 745 / 1640 / 2380
kinds of logic (layout without fill, tap and decap cells):
| logic type | count (synthesis) | count (layout) | synth area share (%) |
|---|---|---|---|
| buffers and inverters | 0 | 753 | 0 |
| flip-flops | 327 | 327 | 100.0 |
Power and IR drop assume default switching activity.
