$ cat flow/run.sh
#!/bin/bash
# OpenROAD 26Q1-2900-gdf79404cd8, Yosys 0.63+post, stock flow scripts
make -C /OpenROAD-flow-scripts/flow DESIGN_CONFIG=/design/flow/config.mk WORK_HOME=/design/flow/orfs finish
$ cat flow/config.mk
export PLATFORM = sky130hd
export DESIGN_NAME = complex_reg_file
export DESIGN_NICKNAME = complex_reg_file
export VERILOG_FILES = /design/flow/design.v
export SDC_FILE = /design/flow/constraint.sdc
export NUM_CORES = 4
export LEC_CHECK = 1
export CORE_UTILIZATION = 40
$ cat flow/constraint.sdc
current_design complex_reg_file

set clk_period 8.4
set clk_io_pct 0.2

create_clock -name clk0 -period $clk_period [get_ports {clk}]

set non_clock_inputs [all_inputs -no_clocks]
set_input_delay [expr $clk_period * $clk_io_pct] -clock clk0 $non_clock_inputs
set_output_delay [expr $clk_period * $clk_io_pct] -clock clk0 [all_outputs]
$ cat flow/design.v
module complex_reg_file (
    rs1_data,
    rs2_data,
    rs1_num,
    rs2_num,
    rt1_data,
    rt2_data,
    rt1_num,
    rt2_num,
    rd1_data,
    rd2_data,
    rd1_num,
    rd2_num,
    rd_we,
    clk,
    rst_b,
    halted
);
    parameter XLEN=32, size=16;
    output [XLEN-1:0] rs1_data;
    output [XLEN-1:0] rs2_data;
    output [XLEN-1:0] rt1_data;
    output [XLEN-1:0] rt2_data;
    input [3:0] rs1_num;
    input [3:0] rs2_num;
    input [3:0] rt1_num;
    input [3:0] rt2_num;
    input [3:0] rd1_num;
    input [3:0] rd2_num;
    input [XLEN-1:0] rd1_data;
    input [XLEN-1:0] rd2_data;
    input clk, rst_b, rd_we, halted;
    reg [XLEN-1:0] data[0:size-1];
    assign rs1_data = data[rs1_num];
    assign rs2_data = data[rs2_num];
    assign rt1_data = data[rt1_num];
    assign rt2_data = data[rt2_num];
    always_ff @(posedge clk, negedge rst_b) begin
        if (rst_b == 0) begin
            int i;
            for (i = 0; i < size; i++)
                data[i] <= 0;
        end else begin
            if (rd_we)
                data[rd1_num] <= rd1_data;
                data[rd2_num] <= rd2_data;
        end
    end
endmodule
==> summary.txt <==
The synthesis and PnR run went through. Using the TritonRoute via totals, the vias-per-cell ratio works out to 7.339. All-layer global routing usage landed at 51.46%. Total I/O pin count landed at 220. Sink count of the clock tree landed at 512. Setup repair after global routing left no endpoint under its margin.

Endpoints with negative setup slack in the final report add up to 0. The longest clock path from root to sink contains 3 buffers. Summing every instance area after synthesis gives 0.04067 mm^2. The die is 320.9 um wide. Between clock sinks in the finished design, the worst skew comes to 0 ns. The tightest min-delay check is of the reg -> reg type. In the post-synthesis netlist, the biggest area contributors are dfrtp_1, mux2i_1, a21oi_1. Total core area landed at 0.1004 mm^2.

After synthesis, the largest family of logic cells by area is AND-OR/OR-AND gates. Per STA, the highest per-stage delay on the worst path measures 0.67 ns. After detailed routing, the average wire length per cell comes to 41.82 um.

Xor and xnor fraction of the mapped netlist area landed at 0%. The data required time reported for the critical path is 6.72 ns. Count of endpoints failing hold in the final timing report landed at 0.

The worst setup path is launched from a primary input. In the log, the iteration count for the first detailed-route pass is 9. According to the floorplan report, the die height is 320.9 um. Number of distinct library cell variants in the gate-level netlist after synthesis landed at 79.

Cell area power density landed at 216.0 mW/mm^2. After clock tree synthesis, the setup repair step added 0 buffers. Share of post-route cells with drive strength above 1 landed at 10.68%. Worst vdd rail ir drop landed at 0.1765 mV. Cells fill 45.73% of the core in the end. The chip area line in the Yosys stat output reads 0.04067 mm^2. Once the clock tree was built, the resizer swapped 0 gates to a different size. CTS clock-pin slew for the worst setup and hold paths landed at 0.06 ns. The register with the most flip-flops in the layout has 512 of them. Compared with the post-synthesis result, the final layout area differs by 12.95%. Excluding fillers, the count of instances in the completed layout stands at 6,233.

For this run, design rule violations remaining after detail routing come to 0. Number of synthesized register bits landed at 512. The synthesized netlist devotes 12.53% of its cell area to simple gates. The number of global-route vias before repair was 43,045. Final max-slew violation count landed at 0.

The final report gives the standard cell area, fillers excluded, as 0.04593 mm^2. Across all stage logs, warnings added up to 30. Cell count of the worst hold path landed at 2. STA lists the endpoint of the worst register-to-register path as data[11][5]. Proportion of synthesized flip-flops having asynchronous set or reset landed at 100.0%. In this run, post-CTS hold repair placed 0 buffers. The largest register by flop count is data.

The synthesized netlist devotes 0% of its cell area to adder and majority cells. After layout, the design draws a total of 9.922 mW. Maximum level of the CTS H-tree landed at 2. Number of placed instances, taps included landed at 6,105.

Mean area per synthesized cell landed at 8.407 um^2. Placement-stage worst setup slack landed at 1.491 ns. Row count landed at 116. dfrtp_1 takes more of the synthesized area than any other cell. The launch point of the worst register-to-register path is recorded as data[11][5]. The first global-routing pass estimated 354.2 mm of wire. Post-place instance area landed at 0.04384 mm^2. Vias after detailed routing landed at 45,745.

Internal reg-to-reg setup slack landed at 7.54 ns. The synthesized netlist devotes 29.02% of its cell area to compound gates. Initial antenna violation count landed at 13.

In this run the clock root is driven by a clkbuf_16. Static leakage landed at 18.24 nW. Tally of buffers added on design ports landed at 218. For this run the detailed placement stage logged an HPWL of 162.7 mm. Looking at the hold checks, the worst path lands on data[8][8]. Initial standard-cell utilization of the core landed at 40.49%. Maximum number of pins on one net before global-route repair landed at 107. TritonCTS built the clock tree. Maximum fanout along the worst path landed at 14. For this block, the initial DRC count from the detailed router was 6,278. For this design, Yosys synthesis ends with a cell count of 4,837. Summed negative setup slack over all endpoints landed at 0 ns. At the pin with the least slew margin, the transition time is 1.061 ns. The most numerous cell type found on the critical path is buf_4. Total die size landed at 0.1029 mm^2.

STA classifies the critical path endpoint as a primary output. Worst slew margin relative to its limit landed at 29.07%. The flow ran to the end, and the final reports show no timing, DRC or antenna violations. Post-synthesis sequential area ratio landed at 31.51%. Measured in cells, the most critical reg-to-reg path has a length of 2. Number of cells produced by synthesis landed at 4,837. In the final layout, the registers with the most flip-flops are data (512). Recorded from the global router log, the overflow total was 0. Final RePlAce weighted congestion landed at 1.111. After layout, the worst setup slack is 1.130 ns. Derived from the worst setup path, the maximum achievable clock frequency is 137.5 MHz. For this design, the slowest cell found on the critical path is nor3_4. Looking at the cell usage after synthesis, the top flip-flop cell is dfrtp_1. Number of warning messages in the yosys log landed at 2. Yosys mapped a number of flops with a built-in enable equal to 0. The share of synthesized area in the top cell type comes to 31.51%. Final worst hold slack landed at 0.5388 ns. Post-route fraction of the period consumed by the critical path landed at 86.55%. Later-pin clock latency in the skew report landed at 0.71 ns. Post-route antenna net violation count landed at 0. The critical path is of the in -> out type. Multiplexer fraction of the synthesized cell area landed at 19.79%. Summed over all layers, the routed wires come to 260.7 mm.

The launch point of the worst min-delay path is recorded as data[8][8]. Number of buffers inserted during clock tree synthesis landed at 61. Traced cell by cell, the critical path runs through buf_2, buf_4, nand2_1, nor3_4, buf_4, buf_4, a2111oi_0, a21oi_1, clkdlybuf4s50_1. Final period demand of the worst path landed at 7.270 ns. Number of maximum-capacitance constraint violations landed at 0. On the critical path the data arrives at 5.59 ns.
## cell type report
type | instances | area [um^2]
Fill cell | 9742 | 54500
Multi-Input combinational cell | 3744 | 25270
Sequential cell | 512 | 12810
Timing Repair Buffer | 434 | 3841
Clock buffer | 87 | 1794
Tap cell | 1357 | 1698
Clock inverter | 24 | 255.2
Inverter | 58 | 217.7
Antenna cell | 17 | 42.54
## how the worst max path moves through the flow
| stage | end | slack (ns) | startpoint | depth (start not counted) |
|---|---|---|---|---|
| 4_1_cts | rs1_data[20] | 1.48 | rs1_num[3] | 9 |
| 5_1_grt | rs1_data[20] | 1.37 | rs1_num[3] | 9 |
| 6_report | rs1_data[20] | 1.13 | rs1_num[3] | 9 |
## where the power goes
part           total, mW  internal (mW)  switching (mW)
clock network       2.83           1.60            1.23
registers           4.06           3.01            1.05
logic               3.03           1.27            1.76
total               9.92           5.89            4.04
## cell families after synthesis
group                  after synthesis
AND-OR/OR-AND                     1796
AND/OR/NAND/NOR                   1180
multiplexers                       768
flip-flops                         512
buffers and inverters              581
## cells in the mapped netlist (all sizes together), types with 2 or more instances
cell type,n
nor2,547
or2,9
a2bb2oi,2
o2111ai,18
a2111oi,20
clkbuf,230
inv,58
nor3,35
o221ai,5
mux2i,670
and3b,3
a21oi,530
a311oi,2
a31oi,61
a222oi,24
a221oi,96
and2,19
o21ai,325
a22o,97
o22ai,129
nor2b,35
o211ai,26
nand2,407
nor4,6
o2bb2ai,21
nand3,50
nand4,3
nand3b,6
dfrtp,512
a22oi,283
mux4,21
mux2,77
a32o,12
a32oi,62
and3,9
o32a,16
nor3b,4
buf,293
nand2b,41
o22a,25
a211oi,36
## routing by layer
layer / up-vias / GRT usage, % / part of all wire (%)
met1: 22099 / 66.52 / 37
met5: - / 2.459 / 0.12
li1: 18078 / - / -
met3: 1272 / 30.86 / 17
met2: 4266 / 65.32 / 38
met4: 30 / 30.78 / 8.3
## cell usage in the layout (no fill, tap or decap), types with 20 or more instances in the layout
cell / netlist / layout
a22oi_1: 283 / 283
mux4_2: 21 / 21
clkdlybuf4s50_1: 0 / 201
o21ai_1: 153 / 153
nand2b_1: 39 / 37
a2111oi_0: 20 / 20
a31oi_1: 58 / 58
inv_1: 56 / 56
clkbuf_16: 0 / 61
mux2i_1: 670 / 670
o22ai_1: 125 / 125
nand3_1: 50 / 50
o2bb2ai_1: 21 / 21
nand2_1: 406 / 401
a21oi_1: 530 / 530
dfrtp_1: 512 / 512
nor2_1: 538 / 535
a32oi_1: 62 / 62
o21ai_0: 167 / 167
nor3_1: 25 / 22
o211ai_1: 26 / 26
a22o_1: 97 / 97
mux2_2: 77 / 77
a221oi_1: 94 / 94
a211oi_1: 36 / 36
o22a_1: 25 / 25
buf_4: 66 / 220
a222oi_1: 24 / 24
## worst max-delay path: cells and delay by family
kind                   cells  cell delay, ns
and+or+nand+nor            2            0.86
AOI/OAI and AO/OA          2            0.53
buffers and inverters      5            2.46
Power and IR drop assume default switching activity.
