## /design/flow/run.sh

```bash
#!/bin/bash
# OpenROAD 26Q1-2900-gdf79404cd8, Yosys 0.63+post, stock flow scripts
make -C /OpenROAD-flow-scripts/flow DESIGN_CONFIG=/design/flow/config.mk WORK_HOME=/design/flow/orfs finish
```

## /design/flow/config.mk

```make
export PLATFORM = sky130hd
export DESIGN_NAME = MEM2WB
export DESIGN_NICKNAME = MEM2WB
export VERILOG_FILES = /design/flow/design.v
export SDC_FILE = /design/flow/constraint.sdc
export NUM_CORES = 4
export LEC_CHECK = 1
export CORE_AREA = 10 10 203 203
export DIE_AREA = 0 0 213 213
```

## /design/flow/constraint.sdc

```tcl
current_design MEM2WB

set clk_period 1.0
set clk_io_pct 0.2

create_clock -name clk0 -period $clk_period [get_ports {clk}]

set non_clock_inputs [all_inputs -no_clocks]
set_input_delay [expr $clk_period * $clk_io_pct] -clock clk0 $non_clock_inputs
set_output_delay [expr $clk_period * $clk_io_pct] -clock clk0 [all_outputs]
```

## /design/flow/design.v

```verilog
module MEM2WB (
    clk,
    rst_b,
    mem_to_reg_in,
    reg_write_en_in,
    b_in,
    jal_in,
    write_register_in,
    cache_data_out_in,
    alu_result_in,
    rt_data_in,
    PC_in,
    reg_write_en_C_in,
    complex_write_register_in,
    complex_write_register2_in,
    mem_data1_out_C_in,
    mem_data2_out_C_in,
    mem_to_reg_C_in,
    alu_result2_in,
    complex_in,
    output_format_C_in,
    input_format_C_in,
    mem_to_reg,
    reg_write_en,
    b,
    jal,
    write_register,
    cache_data_out,
    alu_result,
    rt_data,
    PC,
    reg_write_en_C,
    complex_write_register,
    complex_write_register2,
    mem_data1_out_C,
    mem_data2_out_C,
    mem_to_reg_C,
    alu_result2,
    complex,
    output_format_C,
    input_format_C
);
    input clk, rst_b, mem_to_reg_in, b_in, jal_in, reg_write_en_in;
    input [4:0] write_register_in;
    input [31:0] cache_data_out_in, alu_result_in, rt_data_in, PC_in;
    input reg_write_en_C_in;
    input [3:0] complex_write_register_in, complex_write_register2_in;
    input [31:0] mem_data1_out_C_in, mem_data2_out_C_in;
    input mem_to_reg_C_in, complex_in;
    input [31:0] alu_result2_in;
    input output_format_C_in, input_format_C_in;
    output reg mem_to_reg, b, jal, reg_write_en;
    output reg [4:0] write_register;
    output reg [31:0] cache_data_out, alu_result, rt_data, PC;
    output reg reg_write_en_C;
    output reg [3:0] complex_write_register, complex_write_register2;
    output reg [31:0] mem_data1_out_C, mem_data2_out_C;
    output reg mem_to_reg_C, complex;
    output reg [31:0] alu_result2;
    output reg output_format_C, input_format_C;
    always @(posedge clk, negedge rst_b) begin
        if (rst_b == 1'b0) begin
            {mem_to_reg, b, jal, reg_write_en, write_register, cache_data_out, alu_result, 
            rt_data, PC, reg_write_en_C, complex_write_register, complex_write_register2,
            mem_data1_out_C, mem_data2_out_C, mem_to_reg_C, alu_result2, complex, output_format_C,
            input_format_C} <= 0;
        end
        else begin
            mem_to_reg <= mem_to_reg_in;
            b <= b_in;
            jal <= jal_in;
            reg_write_en <= reg_write_en_in;
            write_register <= write_register_in;
            cache_data_out <= cache_data_out_in;
            alu_result <= alu_result_in;
            rt_data <= rt_data_in;
            PC <= PC_in;
            reg_write_en_C <= reg_write_en_C_in;
            complex_write_register <= complex_write_register_in;
            complex_write_register2 <= complex_write_register2_in;
            mem_data1_out_C <= mem_data1_out_C_in;
            mem_data2_out_C <= mem_data2_out_C_in;
            mem_to_reg_C <= mem_to_reg_C_in;
            alu_result2 <= alu_result2_in;
            complex <= complex_in;
            output_format_C <= output_format_C_in;
            input_format_C <= input_format_C_in;
        end
    end
endmodule
```

==> reports/summary.json <==
{
  "routed-via-count": 4225,
  "timing.critical_path.max_delay_family": "flip-flops",
  "avgSynthCellArea_um2": 25.0,
  "yosys-stat-area_um2": 6160,
  "result_of_the_run": "complete, but fails checks",
  "yosysWarningCount": 1,
  "syn_inst": 246,
  "tritoncts": "yes",
  "final_cell_count_no_fill": 1271,
  "worst_pin_slew_ns": 0.630,
  "slew_viol_final": 0,
  "grt.busiest_layer": "met2",
  "synth_area_um2": 6160,
  "num-fill-cells": 3606,
  "post_cts_clock_slew_at_the_launch_and_capture_registers_of_the_worst_setup_and_hold_paths_ns": 0.06,
  "globalRoute.totalOverflow": 0,
  "ios": 494,
  "setup_slack_ns": -0.269,
  "netlist_top_cells_area": "dfrtp_1",
  "max-cap-violations": 0,
  "most-common-layout-cells": "dfrtp_1, clkdlybuf4s50_1, buf_2",
  "root_buffer": "clkbuf_16",
  "post-route-period-util": 1.27,
  "critPathCaptureType": "primary output",
  "met2_usage": 0.176,
  "layout-drive-gt1-share": 0.378,
  "fp.dieH_um": 213,
  "fp-row-count": 70,
  "post_drt_wl_per_cell_um": 19.6,
  "design.core.area_um2": 36700,
  "grt_setup_unrepaired": "yes",
  "power.density_nw_per_um2": 1960,
  "timing.critical_path.arrival_ns": 1.07,
  "synthSimpleGateAreaFrac": 0,
  "timing_hold_violations_final": 40,
  "ctsHtreeMaxLevel": 1,
  "peakVddDrop_v": 0.00156,
  "hold_class": "input port to async pin",
  "postCtsSetupRepairBufs": 0,
  "number_of_global_route_vias_before_repair": 4898,
  "ys_seq_elements": 246,
  "drt-initial-drc-count": 162,
  "cts-buffers-inserted": 27,
  "max_slew_margin": 0.579,
  "place.gp.congestion": 0.875,
  "gr_usage_total": 0.107,
  "synth_largest_type_area_fraction": 1.00,
  "io_buffer_count": 493,
  "p_leak_nw": 5.36,
  "die-area_um2": 45400,
  "detail_route.drc_violations": 0,
  "timing.final.setup_violations": 246,
  "grt_start_max_net_pins": 49,
  "synth.cellmix.adderShare": 0,
  "critPathMaxFanout": 1,
  "post_synth_mux_area_share": 0,
  "yosys.area_share.xor_xnor": 0,
  "dpl.cell_count": 1216,
  "yosysTopAreaCell": "dfrtp_1",
  "max_clock_freq_ghz": 0.788,
  "pre_cts_ws_ns": -0.0994,
  "antenna_violating_nets_post_route": 0,
  "utilization": 0.316,
  "startpoint_type": "flop",
  "fin_tns_setup_ns": -53.20,
  "grt_pass1_wl_um": 35100,
  "warning_count": 28,
  "cts_max_path_buffers": 3,
  "ys_cells": 246,
  "finalHoldWorstSlack_ns": -0.214,
  "grt.met1_usage": 0.122,
  "die_width_um": 213,
  "vias_per_cell": 3.32,
  "slowest_delay_ns": 0.40,
  "logic_area_um2": 0,
  "timing.setup.critical_path_class": "flop to primary output",
  "initCoreUtil": 0.168,
  "comb_cells": 0,
  "finalCriticalPeriod_ns": 1.27,
  "yosys.stat.seqShare": 1.00,
  "cts-hold-fix-buffers": 5,
  "cts.sinks": 246,
  "violations_in_the_final_reports": "hold timing, setup timing",
  "drt_pre_antenna_iters": 4,
  "critical_path_required_time_ns": 0.80,
  "grt.met3_usage": 0.0592,
  "post_synth_ao_oa_area_fraction": 0,
  "area_growth_synth_to_finish_pct": 88.5,
  "critical_path_buf_inv_count": 1,
  "dp_hpwl_um": 19900,
  "antenna_found_initial": 1,
  "drt-total-wl_um": 24900,
  "crit_path_cell_trace": "buf_2",
  "worst_path_max_delay_cell": "dfrtp_1",
  "yosysUniqueCellTypes": 1
}
-- Yosys cell counts --
| master | n |
|---|---|
| dfrtp_1 | 246 |
-- stage by stage --
| stage | area (µm²) | total power, mW |
|---|---|---|
| 4_1_cts | 11600 | 23.1 |
| 3_5_place_dp | 11800 | 13.0 |
| 2_1_floorplan | 6160 | 10.6 |
| 6_report | 11600 | 22.7 |
| 3_3_place_gp | 11800 | 13.0 |
| 5_1_grt | 11600 | 23.7 |
-- logic make-up after synthesis --
group	after synthesis
flip-flops	246
-- metal layers --
layer	up-vias	part of all wire
li1	1840	-
met1	2026	0.34
met2	330	0.49
met3	29	0.15
met4	0	0.023
met5	-	0
-- layout make-up --
class	count	area (µm²)	share of cell area
Antenna cell	1	2.50	0.000216
Clock buffer	38	767	0.0661
Clock inverter	12	186	0.0161
Sequential cell	246	6160	0.530
Tap cell	468	586	0.0505
Timing Repair Buffer	506	3910	0.337
-- report_power, final --
group	internal, mW	leakage, nW	total (mW)	switching [mW]
combinational	1.23	2.04	1.76	0.525
clock	6.41	0.458	10.4	3.96
sequential	10.5	2.87	10.6	0.118
total	18.1	5.36	22.7	4.60
-- worst max-delay path by stage --
| stage | start | endpoint | depth (start not counted) |
|---|---|---|---|
| 4_1_cts | alu_result2[12]$_DFF_PN0_ | alu_result2[12] | 1 |
| 5_1_grt | alu_result2[12]$_DFF_PN0_ | alu_result2[12] | 1 |
| 6_report | alu_result2[12]$_DFF_PN0_ | alu_result2[12] | 1 |
-- what timing repair did --
action	4_1_cts	5_1_grt
endpoints found under the setup margin	246	438
resized	817	3
endpoints found under the hold margin	246	40
pin swaps	0	0
Power is estimated from default activity; no workload was simulated.
